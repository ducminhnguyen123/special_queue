==> /design/flow/design.v <==
`timescale 1ns / 1ps
module control(
input clk,
input rst_n,
input push,
input pop, 
input full,
input empty,
output reg[1:0] flag
    );
always@(*)
begin
if(!rst_n)
begin
    flag <= 2'b00;
end
else
    if((empty == 0 && full == 0 && push == 0 && pop == 0) || (full == 0 && empty == 1 && push == 0) || (full == 1 && empty == 0 && pop == 0))
    begin
        flag <= 2'b00;
    end
    else if((empty == 0 && full == 0 && push == 1 && pop == 0) || (full == 0 && empty == 1 && push == 1))
    begin
        flag <= 2'b01;
    end
    else if((empty == 0 && full == 0 && push == 0 && pop == 1) || (empty == 0 && full == 1 && push == 0 && pop == 1))
    begin
        flag <= 2'b10; 
    end
    else
    begin
        flag <= 2'b11;
    end
end
endmodule
`timescale 1ns / 1ps
module decode(
input [3:0] rd_sel,
output reg [1:0] dec_rd_sel_o
    );
always @(rd_sel)
case(rd_sel)
    4'b0001 : dec_rd_sel_o = 2'd0;
    4'b0010 : dec_rd_sel_o = 2'd1;
    4'b0100 : dec_rd_sel_o = 2'd2;
    4'b1000 : dec_rd_sel_o = 2'd3;
    default : dec_rd_sel_o = 2'dx;
endcase
endmodule
`timescale 1ns / 1ps
module queue(
clk, rst_n, push, pop, rd_sel, data_in, data_out, full, empty
    );
input clk;
input rst_n;
input push;
input pop;
input [3:0] rd_sel;
input [5:0] data_in;
output wire[5:0] data_out;
output wire full;
output wire empty;
wire [1:0] flag;
wire [1:0] dec_rd_sel_o;
control ctr2q(.clk(clk), .rst_n(rst_n), .push(push), .pop(pop), .full(full), .empty(empty), .flag(flag));
decode dec2q(.rd_sel(rd_sel), .dec_rd_sel_o(dec_rd_sel_o));
queue_data queda2o(.clk(clk), .rst_n(rst_n), .data_in(data_in), .dec_rd_sel_o(dec_rd_sel_o), .flag(flag), .full(full), .empty(empty), .data_out(data_out));
endmodule
`timescale 1ns / 1ps
`timescale 1ns / 1ps
module queue_data( 
input clk,
input rst_n,
input [5:0] data_in,
input [1:0] dec_rd_sel_o,
input [1:0] flag,
output reg [5:0] data_out,
output reg full,
output reg empty
    );
parameter QUEUE_DEPTH = 3'd4,
          DATA_WIDTH = 3'd6;
reg [DATA_WIDTH - 1 : 0] dat [0: QUEUE_DEPTH - 1]; 
reg [2 : 0] rear = 3'd0;
reg [2 : 0] i = 3'd0;
reg [2 : 0] mem1 = 3'd0;
always @(posedge clk or negedge rst_n)
begin
if(!rst_n)
begin
    dat[0] <= 6'b000000;
    dat[1] <= 6'b000000;
    dat[2] <= 6'b000000;
    dat[3] <= 6'b000000;
    full <= 0;
    empty <= 1;
    data_out <= 6'b000000;
    mem1 <= 0;
    rear <= 0;
end
else
begin
if(flag == 2'b01 || (flag == 2'b11 && dat[dec_rd_sel_o] == 0))
begin
    mem1 <= rear;
end
else if(flag == 2'b10)
begin
    if(rear > 1)
        mem1 <= rear - 2;
    else if(rear == 1)
    begin
        mem1 <= rear - 1;
    end
    else
        mem1 <= rear;
end
else
    mem1 <= mem1;
case(flag)
    2'b00:
    begin
        data_out <= 6'b000000;
    end
    2'b01:  
    begin
        data_out <= 6'b000000;
        if(rear < QUEUE_DEPTH - 1)
        begin
            dat[rear] <= data_in;
            rear <= rear + 1;
            full <= 0;
            empty <= 0;
        end
        else if(rear == QUEUE_DEPTH - 1)
        begin
            dat[rear] <= data_in;
            rear <= rear + 1;
            full <= 1;
            empty <= 0;
        end
        else
        begin 
            full <= 1;
            empty <= 0;
        end
    end
    2'b10: 
    begin
        if(dat[dec_rd_sel_o] == 0)
        begin
            rear <= rear;
            data_out <= 0;
        end
        else
        begin
            rear <= rear - 1;
            if(rear > 1)
            begin
                data_out <= dat[dec_rd_sel_o];
                i <= 0;
                for(i = 0; i < QUEUE_DEPTH; i = i + 1)
                begin
                    if(i >= dec_rd_sel_o && i < QUEUE_DEPTH - 1)
                    begin
                        dat[i] <= dat[i + 1];
                        empty <= 0;
                        full <= 0;
                    end
                    else if(i == QUEUE_DEPTH - 1)
                    begin
                        dat[i] <= 0;
                        empty <= 0;
                        full <= 0;
                    end
                    else
                    begin
                        empty <= 0;
                        full <= 0;
                    end
                end
        end
            else if(rear == 1)
            begin
                if(dec_rd_sel_o == 0)
                begin
                    data_out <= dat[dec_rd_sel_o];
                    dat[dec_rd_sel_o] <= 0;
                    empty <= 1;
                    full <= 0;
                end
                else
                begin
                    data_out <= 0;
                    empty <= 0;
                    full <= 0;
                end
            end
            else
            begin
                empty <= 1;
                full <= 0;
            end    
        end
    end
    default:
    begin
        if(dat[dec_rd_sel_o] == 0)
        begin
            data_out <= 6'b000000;
            if(rear < QUEUE_DEPTH - 1)
            begin
                dat[rear] <= data_in;
                rear <= rear + 1;
                full <= 0;
                empty <= 0;
            end
            else if(rear == QUEUE_DEPTH - 1)
            begin
                dat[rear] <= data_in;
                rear <= rear + 1;
                full <= 1;
                empty <= 0;
            end
            else
            begin 
                full <= 1;
                empty <= 0;
            end
        end
        else
        begin
            if(rear != 0)
            begin
                data_out <= dat[dec_rd_sel_o];
                i <= 0;
                for(i = 0; i < QUEUE_DEPTH; i = i + 1)
                begin
                    if(i >= dec_rd_sel_o && i < QUEUE_DEPTH - 1)
                    begin
                        dat[i] <= dat[i + 1];
                    end
                    else if(i == QUEUE_DEPTH - 1)
                    begin
                        dat[i] <= 0;
                    end
                    else
                    begin
                        empty <= 0;
                    end
                end
            end
            else
            begin
                empty <= 1;
                full <= 0;
            end
            if(mem1 < QUEUE_DEPTH - 1)
                begin
                dat[mem1] <= data_in;
                full <= 0;
                empty <= 0;
            end
            else if(mem1 == QUEUE_DEPTH - 1)
            begin
                dat[mem1] <= data_in;
                full <= 1;
                empty <= 0;
            end
            else
            begin
                full <= 1;
                empty <= 0;
            end
        end
    end
    endcase
end 
end
endmodule
==> /design/flow/run.sh <==
#!/bin/bash
# OpenROAD 26Q1-2900-gdf79404cd8, Yosys 0.63+post, stock flow scripts
make -C /OpenROAD-flow-scripts/flow DESIGN_CONFIG=/design/flow/config.mk WORK_HOME=/design/flow/orfs finish
==> /design/flow/config.mk <==
export PLATFORM = sky130hd
export DESIGN_NAME = queue
export DESIGN_NICKNAME = queue
export VERILOG_FILES = /design/flow/design.v
export SDC_FILE = /design/flow/constraint.sdc
export NUM_CORES = 4
export LEC_CHECK = 1
export CORE_UTILIZATION = 30
==> /design/flow/constraint.sdc <==
current_design queue

set clk_period 5.0
set clk_io_pct 0.2

create_clock -name clk0 -period $clk_period [get_ports {clk}]

set non_clock_inputs [all_inputs -no_clocks]
set_input_delay [expr $clk_period * $clk_io_pct] -clock clk0 $non_clock_inputs
set_output_delay [expr $clk_period * $clk_io_pct] -clock clk0 [all_outputs]
==> flow_summary_export.csv <==
group,metric,value,unit
outcome,outcome,"finished, final reports clean",
die,core-area,11500,µm²
die,dieArea,12200,µm²
power,comb_power_share,0.554,
synth,ys_warn_count,4,
power,p_seq_frac,0.293,
sta,setup_viol,0,
sta,worst_pin_slew,0.870,ns
clock_network,post_cts_buffers,0,
route,drc,0,
power,p_leak,1.64,nW
route,postRouteWirelength,10900,µm
clock_network,cts_buffer_depth,2,
die,fp_util,0.308,
synth,top_cell_area_share,0.262,
clock_network,htree_num_levels,2,
sta,finalCritPeriodShare,0.878,
synth,xor_share,0.00743,
grt,grt_pass1_vias,3239,
synth,synth-adder-area-share,0.0424,
synth,netlist_instances,425,
die,pin_count,22,
setup_path,critical_path.max_stage_delay,0.70,ns
clock_network,clkTransAtPathRegs,0.06,ns
cells_and_area,drive_gt1_frac,0.0899,
setup_path,end_kind,"flip-flop",
route,drt_iter0_drc,268,
cells_and_area,syn2layout_area_growth,12.9,%
grt,grt_max_degree,24,
power,p_clk_frac,0.153,
synth,ys.flops,38,
sta,final.setup.tns,0,ns
power,worst_ir_drop_vdd,0.000167,V
route,postRouteAntennaNets,0,
cells_and_area,fin_util,0.348,
place,port_buffers,21,
power,p_sw_frac,0.466,
synth,synth_area_leader_cell,"dfrtp_1",
power,p_int,1.13,mW
clock_network,insertion_delay,0.28,ns
clock_network,cts-resized-gates,0,
synth,synthFlopType,"dfrtp_1",
sta,drv_slew,0,
die,rows,39,
route,antenna_cells,0,
route,num_vias,3406,
synth,ys_cells,425,
clock_network,hold_buffers,0,
synth,ys_async_sr_fraction,1.00,
synth,yosysUniqueCellTypes,61,
route,via_per_inst,5.90,
die,dieHeight,111,µm
min_path,hold_class,"reg2reg",
synth,syn_area_per_cell,8.32,µm²
setup_path,cp_cell_sequence,"clkdlybuf4s50_1, nor2b_1, and2_1, a222oi_1, and4_4, and2_1, a21oi_2, o21ai_1, a32o_1",
flow_run,warnings,32,
setup_path,reg2reg_slack,1.85,ns
clock_network,cts_buffers,5,
setup_path,worstPathMaxFanout,16,
setup_path,regToRegEndpoint,"queda2o.dat[0][4]",
setup_path,crit_arrival,4.55,ns
power,p_per_area,531,nW/µm²
die,die_x,111,µm
grt,grt_first_pass_wirelength,17600,µm
setup_path,critPathLaunchType,"primary input",
synth,synthAoiAreaFrac,0.289,
setup_path,crit_family,"AND-OR/OR-AND gates",
place,gp_congestion,0.933,
synth,top_logic_kind,"AND-OR/OR-AND gates",
setup_path,critPathKind,"in2reg",
sta,skew,0.00545,ns
sta,slew_headroom,0.420,
clock_network,tritoncts,"built",
setup_path,cp.required,5.17,ns
synth,edf_count,0,
setup_path,critPathBufInv,1,
synth,synth_chip_area,3540,µm²
synth,synthMuxAreaShare,0.141,
setup_path,crit_top_cell,"and2_1",
synth,area_leaders,"dfrtp_1 (26%), mux2i_1 (12%), nand2_1 (5.3%)",
sta,fin_crit,4.39,ns
sta,rsz0062_at_grt,"no",
grt,antenna_found_initial,0,
clock_network,clock-sinks,38,
synth,top_cells_by_count,"nand2_1 (50), mux2i_1 (42), dfrtp_1 (37)",
flow_run,maxCapViolations,0,
clock_network,clock-root-buffer,"clkbuf_16",
power,switching_power,0.988,mW
synth,top_cell,"nand2_1",
min_path,min_path_cells,2,
synth,netlist_area,3540,µm²
sta,final_hold_viol_count,0,
grt,overflow,0,
setup_path,reg2reg_depth,9,
place,dp_hpwl,8000,µm
sta,fmax,228,MHz
grt,track_usage,0.183,
synth,ys_sh_simple,0.197,
synth,ys_seq_frac,0.269,
min_path,min_from,"queda2o.data_out[0]",
setup_path,crit_slowest_cell,"clkdlybuf4s50_1",
setup_path,r2r_start,"queda2o.rear[0]",
min_path,hold_end,"queda2o.data_out[0]",
route,first_pass_iters,5,
route,routedWlPerCell,18.8,µm
[worst max-delay path by stage]
stage,from,end,cells past startpoint
finish,rd_sel[3],queda2o.dat[2][5],9
global route,rd_sel[3],queda2o.dat[2][5],9
CTS,rd_sel[3],queda2o.dat[2][5],9
[metrics by stage]
| step | cell area (µm²) | instances | power, mW | setup WS (ns) | hold WS, ns |
|---|---|---|---|---|---|
| after CTS | 3990 | 577 | 2.11 | 0.686 | 0.488 |
| final | 3990 | 577 | 2.12 | 0.610 | 0.483 |
| after detailed placement | 3840 | 569 | 1.78 | 0.414 | 0.475 |
| after floorplan | 3540 | 425 | 1.45 | 1.86 | 0.424 |
| after global routing | 3990 | 577 | 2.28 | 0.463 | 0.505 |
| after global placement | 3840 | 569 | 1.77 | 0.338 | 0.468 |
[tightest hold or removal path, delay by kind of cell, from the launching register on]
kind | cells | cell delay (ns)
AND/OR/NAND/NOR | 1 | 0.05
AND-OR/OR-AND | 1 | 0.06
flip-flops | 1 | 0.34
[cell families after synthesis]
family	count (synthesis)
mux	49
fa+ha+maj	12
flops	38
xor+xnor	3
buf+inv	40
compound gates	141
simple gates	142
[state kept, by name, summed over array words and instances, names as in the netlist]
signal / count
queda2o.mem1: 3
queda2o.full: 1
queda2o.rear: 3
queda2o.data_out: 6
queda2o.dat: 24
queda2o.empty: 1
[layout by cell type, fill, tap and decap left out, types with 4 or more instances in the layout]
cell             instances
mux2_2                   7
a221oi_1                 4
o2bb2ai_1                8
o211ai_1                 5
nand2_1                 50
nor2_1                  25
a32o_1                   7
dfrtp_1                 37
clkdlybuf4s50_1         20
buf_4                   11
inv_1                    9
ha_1                    12
nand2b_1                 4
nor3_1                  19
o21ai_0                 29
a222oi_1                 4
a22o_1                   7
o31ai_1                  5
a21oi_1                 24
nand3_1                 12
mux2i_1                 42
nor2b_1                  7
o22ai_1                  8
a221o_1                  7
clkbuf_16                5
and2_1                   8
[per-layer routing]
layer,GRT usage,share of wire,vias up
li1,-,-,1628
met1,0.280,0.47,1624
met2,0.279,0.45,140
met3,0.0280,0.064,14
met4,0.0329,0.018,0
met5,0,0,-
[power groups by stage]
stage                 registers (mW)  clock network (mW)  logic [mW]
final                          0.621               0.323        1.17
after global routing           0.643               0.344        1.30
after CTS                      0.615               0.332        1.16
[layout make-up]
class                      instances  area [µm²]
clock inverter                     1        5.00
fill                            1132        7470
tap                              143         179
multi-input combinational        347        2390
inverter                           9        33.8
timing repair buffer              32         288
sequential                        38         952
clock buffer                       7         143
Power and IR drop assume default switching activity.
